==> flow/design.v <==
module ALU(A, B, S, Q, OF, CMP);
input wire [3:0] A;
input wire [3:0] B;
input wire [2:0] S;
output wire [3:0] Q;
output wire OF;
output wire [2:0] CMP;
wire [3:0] ADD_SUB;
wire [3:0] AND;
wire [3:0] MOV_OR;
wire [3:0] XOR;
assign {OF, ADD_SUB} = S[2] ? A - B : A + B;
assign AND = A & B;
assign MOV_OR = S[2] ? (A | B) : B;
assign XOR = A ^ B;
assign Q = (S[1:0] == 2'b00) ? MOV_OR :
           (S[1:0] == 2'b01) ? AND :
           (S[1:0] == 2'b10) ? XOR :
           (S[1:0] == 2'b11) ? ADD_SUB :
                               4'bz ;
assign CMP[0] = A == B;
assign CMP[1] = A > B;
assign CMP[2] = A < B;
endmodule
module Decoder(A, OF, CMP, regwrite, flagwrite, flagdata, btaken, jump, flag_out, flag_in, memwrite, memtoreg, im, S);
input wire [3:0] A;
input wire OF;
input wire [2:0] CMP;
output wire regwrite;
output wire flagwrite;
output wire flagdata;
output wire btaken;
output wire jump;
output wire flag_out;
output wire flag_in;
output wire memwrite;
output wire memtoreg;
output wire im;
output wire [2:0] S;
assign regwrite = ~A[3];
assign flagwrite = (A[3] & A[2]) | (A[1] & A[0]) | (~A[3] & A[2] & A[1] & ~A[0]);
assign flagdata = (A[1:0] == 2'b00) ? CMP[0] :
                  (A[1:0] == 2'b01) ? CMP[1] :
                  (A[1:0] == 2'b10) ? CMP[2] :
                  (A[1:0] == 2'b11) ? OF :
                                      1'bz;
assign btaken = A[3] & ~A[2] & ~A[1];
assign jump = btaken & A[0];
assign flag_out = A[3] & ~A[2] & A[1] & A[0];
assign flag_in = ~A[3] & A[2] & A[1] & ~A[0];
assign memwrite = A[3] & ~A[2] & A[1] & ~A[0];
assign memtoreg = ~A[3] & A[2] & ~A[1] & A[0];
assign im = ~A[3] & ~A[2] & ~A[1] & ~A[0];
assign S = A[2:0];
endmodule
module Register(CLK, RST, regwrite, flagwrite, flagdata, btaken, jump, im, rd, D, PC, srca, srcb);
input wire CLK;
input wire RST;
input wire regwrite;
input wire flagwrite;
input wire flagdata;
input wire btaken;
input wire jump;
input wire im;
input wire [3:0] rd;
input wire [3:0] D;
reg [3:0] register [1:0];
reg regf;
output reg [3:0] PC;
output wire [3:0] srca;
output wire [3:0] srcb;
wire srcrega;
wire srcregb;
wire destreg;
assign srcrega = D[2];
assign srcregb = D[0];
assign destreg = D[2] & ~im;
always @(posedge CLK)
    begin
        if (~RST)
            begin
                PC <= 4'd0;
                register[0] <= 4'd0;
                register[1] <= 4'd0;
                regf <= 1'b0;
            end
        else
            begin
                PC <= ((regf & btaken) | jump) ? D : (PC + 4'b0001);
                regf <= flagwrite ? flagdata : regf;
                register[destreg] <= regwrite ? rd : register[destreg];
            end
    end
assign srca = register[srcrega];
assign srcb = ~im ? register[srcregb] : D;
endmodule
module RAM(RST, CLK, addr, memwrite, memtoreg, writedata, readdata);
input wire RST;
input wire CLK;
input wire [1:0] addr;
input wire memwrite;
input wire memtoreg;
input wire [3:0] writedata;
output wire [3:0] readdata;
reg [3:0] mem [3:0];
always @(posedge CLK)
    begin
    if (~RST)
        begin
            mem[0] <= 4'd0;
            mem[1] <= 4'd0;
            mem[2] <= 4'd0;
            mem[3] <= 4'd0;
        end
    else
        begin
            mem[addr] <= memwrite ? writedata : mem[addr];
        end
    end
assign readdata = memtoreg ? mem[addr] : 4'bzzzz;
endmodule
module Datapath(RST, CLK);
input wire RST;
input wire CLK;
wire [3:0] A;
wire [3:0] D;
wire [3:0] srca;
wire [3:0] srcb;
wire [2:0] S;
wire [3:0] ALU_Q;
wire OF;
wire [2:0] CMP;
wire regwrite;
wire flagwrite;
wire flagdata;
wire btaken;
wire jump;
wire flag_out;
wire flag_in;
wire memwrite;
wire memtoreg;
wire im;
wire [3:0] PC;
wire [3:0] MEM_Q;
ROM rom(PC, A, D);
Decoder decoder(A, OF, CMP, regwrite, flagwrite, flagdata, btaken, jump, flag_out, flag_in, memwrite, memtoreg, im, S);
ALU alu(srca, srcb, S, ALU_Q, OF, CMP);
RAM ram(RST, CLK, D[1:0], memwrite, memtoreg, srca, MEM_Q);
Register register(CLK, RST, regwrite, flagwrite, flagdata, btaken, jump, im, memtoreg ? MEM_Q : ALU_Q, D, PC, srca, srcb);
endmodule
==> flow/run.sh <==
#!/bin/bash
# OpenROAD 26Q1-2900-gdf79404cd8, Yosys 0.63+post, stock flow scripts
make -C /OpenROAD-flow-scripts/flow DESIGN_CONFIG=/design/flow/config.mk WORK_HOME=/design/flow/orfs finish
==> flow/config.mk <==
export PLATFORM = sky130hd
export DESIGN_NAME = ALU
export DESIGN_NICKNAME = ALU
export VERILOG_FILES = /design/flow/design.v
export SDC_FILE = /design/flow/constraint.sdc
export NUM_CORES = 4
export LEC_CHECK = 1
export CORE_AREA = 10 10 70 70
export DIE_AREA = 0 0 80 80
==> flow/constraint.sdc <==
current_design ALU

set clk_period 3.8
set clk_io_pct 0.2

create_clock -name clk0 -period $clk_period

set non_clock_inputs [all_inputs -no_clocks]
set_input_delay [expr $clk_period * $clk_io_pct] -clock clk0 $non_clock_inputs
set_output_delay [expr $clk_period * $clk_io_pct] -clock clk0 [all_outputs]
==> impl_metrics.toml <==
# physical design summary
[sta]
setup_viol_count_final = 0
fin_crit_sh = 0.979
setup_ws_ns = 0.0780
period_minus_slack_ns = 3.72
final_hold_viol_count = 0
rsz0062_at_grt = "yes"
relSlewSlack = 0.691
worstMarginPinSlew_ns = 0.460
hold_ws_ns = 2.41
timing.fmax_ghz = 0.269
slew_viol_final = 0
setup_tns_ns = 0

[finish]
drive_gt1_frac = 0.196
ff_count = 0
utilization = 0.252
n_clock_buffer = 0
finalNonFillerCells = 138
register_area_um2 = 0
logic_area_um2 = 498
filler_cell_count = 375
syn_to_final_growth_pct = 60.7

[placed_design]
globalplace.congestion = 0.847
portBuffers = 19
place_ws_ns = 0.0409
dpl.cell_count = 138
dp_hpwl_um = 1230

[detailed_routing]
drt_pass1_iterations = 2
drt_first_iter_violations = 22
antenna_cells = 0
routed_via_density = 3.89
drt_wl_total_um = 1450
vias = 537
drc = 0
antenna_left = 0
wire_per_inst_um = 10.5

[die]
num_rows = 21
io_pins = 19
core_util_floorplan = 0.157
die_y_um = 80
dieWidth_um = 80
core_area_um2 = 3420
dieArea_um2 = 6400

[synthesis]
top_area_frac = 0.280
ys_cells = 66
netlist_instances = 66
yosysTopAreaCell = "ha_1"
synth.avg_cell_area_um2 = 8.11
postSynthSeqShare = 0
top_cell = "ha_1"
yosys_area_um2 = 536
area_leaders = "ha_1, fa_1, inv_1, a21oi_1, mux2i_1"
synth_area_um2 = 536
yosys_warnings = 3
ys_types = 26
top_cells_by_count = "ha_1, inv_1, a21oi_1"

[global_routing]
overflow = 0
antenna_found_initial = 0
grt_pass1_wl_um = 2430
grt_pass1_vias = 552
grt_max_degree = 10
gr-usage-all-layers = 0.0450

[cts]
cts_resized = 0
cts_hold_buf = 0
postCtsSetupBuffers = 0

[setup_path]
worst_setup_path_end_kind = "output port"
start_kind = "input port"
cp_max_fo = 2
critPathLaunch = "A[0]"
cp.required_ns = 3.04
worstSetupEndpoint = "Q[2]"
crit_type = "input port to output port"
cp.arrival_ns = 2.96

[power]
powerDensity_nw_per_um2 = 119
p_leak_nw = 0.405
ir_drop_mv = 0.0388

[run]
warnings = 41
drv_cap = 0

[status]
status = "finished, final reports clean"

[worst_hold_path]
hold_path.class = "input port to output port"
-- kinds of logic after synthesis --
group,count (synthesis),share of synthesized area
AND-OR/OR-AND,20,0.255
adder cells (fa/ha/maj),14,0.355
AND/OR/NAND/NOR,13,0.124
buffers and inverters,13,0.124
multiplexers,5,0.126
XOR/XNOR,1,0.0164
-- power by group --
group / internal [mW] / switching [mW]
Clock: 0 / 0
Combinational: 0.0620 / 0.0403
Sequential: 0 / 0
-- worst min path at each step --
stage                 startpoint     end  slack (ns)  cells past startpoint
final                       S[1]    Q[3]        2.41                      3
after global routing        S[1]    Q[3]        2.49                      3
after CTS                   A[0]  CMP[0]        2.69                      5
-- metrics by stage --
stage	power (mW)	instance area (um^2)
6_report	0.102	861
3_5_place_dp	0.0992	830
2_1_floorplan	0.0468	536
5_1_grt	0.116	861
4_1_cts	0.100	830
3_3_place_gp	0.0989	830
-- critical path, stage by stage --
cell and delay [ns]:
clkdlybuf4s50_1 0.48, inv_1 0.06, ha_1 0.22, fa_1 0.39, mux2_2 0.28, nand2_1 0.08
xor2_1 0.08, a21oi_2 0.13, clkdlybuf4s50_1 0.48
-- per-layer routing --
metal	track usage	wire, um	vias up	share of wire
li1	-	-	283	-
met1	0.0634	779	239	0.54
met2	0.0674	532	15	0.37
met3	0.0170	137	0	0.095
met4	0	0	0	0
met5	0	0	-	0
-- cell type report --
class,count,share of cell area
Multi-Input combinational cell,53,0.578
Inverter,10,0.0436
Tap cell,46,0.0669
Timing Repair Buffer,29,0.311
-- placed cells by master, fill, tap and decap left out --
| master | count |
|---|---|
| clkdlybuf4s50_1 | 18 |
| ha_1 | 10 |
| buf_4 | 10 |
| inv_1 | 9 |
| nor2_1 | 5 |
| a21oi_1 | 5 |
| a211oi_1 | 3 |
| mux2i_1 | 3 |
| nand2_1 | 2 |
| o21ai_0 | 2 |
| o21bai_1 | 2 |
| a211o_1 | 2 |
| nand2b_1 | 2 |
| fa_1 | 2 |
| ha_4 | 2 |
| mux2_2 | 1 |
| xor2_1 | 1 |
| a21oi_2 | 1 |
| inv_2 | 1 |
| mux4_1 | 1 |
| nor4_1 | 1 |
| o21ba_2 | 1 |
| o22ai_1 | 1 |
| and3_2 | 1 |
| o21ai_2 | 1 |
| o311a_1 | 1 |
| or3_1 | 1 |
| or2b_1 | 1 |
| a31oi_1 | 1 |
| dlymetal6s2s_1 | 1 |
Power is estimated from default activity; no workload was simulated.
